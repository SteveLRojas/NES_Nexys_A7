## design/flow/design.v

```verilog
module apu_envelope_generator_gen2(
		input wire clk,
		input wire rst,
		input wire clk_en,	 
		input wire[5:0] from_cpu,	 
		input wire env_wren,	 
		input wire env_restart,	 
		output wire[3:0] env_out);	 
	reg[5:0] from_cpu_hold;
	reg[3:0] count;
	reg start_flag;
	reg[3:0] divider;
	always @(posedge clk)
	begin
		if(rst)
		begin
			from_cpu_hold <= 6'h00;
			count <= 4'h0;
			start_flag <= 1'b0;
		end
		else
		begin
			if(env_wren)
				from_cpu_hold <= from_cpu;
			if(clk_en && divider == 4'h0)
			begin
				divider <= from_cpu_hold[3:0];
				if(count != 4'h0)
					count <= count - 4'h1;
				else if(from_cpu_hold[5])
					count <= 4'hf;
			end
			if(clk_en)
			begin
				if(start_flag == 1'b0)
				begin
					divider <= divider - 4'h1;
				end
				else
				begin
					start_flag <= 1'b0;
					count <= 4'hf;
				end
			end
			if(env_restart)
			begin
				start_flag <= 1'b1;
			end
		end
	end
	assign env_out = (from_cpu_hold[4]) ? from_cpu_hold[3:0] : count;
endmodule
module apu_length_counter_gen2(
		input wire clk,
		input wire rst,
		input wire length_en,		 
		input wire length_halt,	 
		input wire l_pulse,			 
		input wire[4:0] from_cpu,	 
		input wire length_wren,	 
		output wire active_out);	 
	reg[7:0] length;
	always @(posedge clk)
	begin
		if(rst | ~length_en)
		begin
			length <= 8'h00;
		end
		else
		begin
			if(length_wren)
			begin
				case ({from_cpu[4], from_cpu[0]})
					2'b11, 2'b01:
					begin
						length <= {3'h0, from_cpu[4:1], 1'b0} | {{7{~(|from_cpu[4:1])}}, 1'b0};
					end
					2'b10:
					begin
						case (from_cpu[3:1])
							3'b111: length <= 8'd32;
							3'b110: length <= 8'd16;
							3'b101: length <= 8'd72;
							3'b100: length <= 8'd192;
							3'b011: length <= 8'd96;
							3'b010: length <= 8'd48;
							3'b001: length <= 8'd24;
							3'b000: length <= 8'd12;
						endcase
					end
					2'b00:
					begin
						case (from_cpu[3:1])
							3'b111: length <= 8'd26;
							3'b110: length <= 8'd14;
							3'b101: length <= 8'd60;
							3'b100: length <= 8'd160;
							3'b011: length <= 8'd80;
							3'b010: length <= 8'd40;
							3'b001: length <= 8'd20;
							3'b000: length <= 8'd10;
						endcase
					end
				endcase
			end
			else if(l_pulse & ~length_halt & (|length))
			begin
				length <= length - 8'h01;
			end
		end
	end
	assign active_out = |length;
endmodule
module apu_pulse_1(
		input wire clk,
		input wire rst,
		input wire pulse_en,                
		input wire apu_clk,   
		input wire l_pulse,          
		input wire e_pulse,          
		input wire[1:0] a_in,                 
		input wire[7:0] from_cpu,             
		input wire wren,               
		output wire[3:0] pulse_out,    
		output wire active_out);       
	wire envelope_generator_wr;
	wire envelope_generator_restart;
	wire[3:0] envelope_generator_out;
	apu_envelope_generator_gen2 envelope_generator_inst(
		.clk(clk),
		.rst(rst),
		.clk_en(e_pulse),
		.from_cpu(from_cpu[5:0]),
		.env_wren(envelope_generator_wr),
		.env_restart(envelope_generator_restart),
		.env_out(envelope_generator_out));
	assign envelope_generator_wr      = wren && (a_in == 2'b00);
	assign envelope_generator_restart = wren && (a_in == 2'b11);
	reg[10:0] timer_period;
	reg[10:0] timer_count;
	wire timer_pulse;
	reg[1:0] duty;
	reg[2:0] sequencer_cnt;
	reg seq_bit;
	reg sweep_reload;
	reg[7:0] from_cpu_hold;
	reg[2:0] sweep_count;
	wire sweep_pulse;
	reg sweep_silence;
	reg[11:0] sweep_target_period;
	reg length_counter_halt;
	wire length_counter_wr;
	wire length_counter_en;
	assign timer_pulse = apu_clk & (timer_count == 11'h000);
	assign sweep_pulse = l_pulse & (sweep_count == 3'h0);
	always @(posedge clk)
	begin
		if(rst)
		begin
			timer_period <= 11'h000;
			timer_count <= 11'h000;
			duty <= 2'h0;
			sequencer_cnt <= 3'h0;
			sweep_reload <= 1'b0;
			from_cpu_hold <= 8'h00;
			length_counter_halt <= 1'b0;
		end
		else
		begin
			if(apu_clk)
			begin
				if(timer_count)
					timer_count <= timer_count - 11'h001;
				else
					timer_count <= timer_period;
			end
			if(wren && (a_in == 2'b00))
				duty <= from_cpu[7:6];
			if(timer_pulse)
				sequencer_cnt <= sequencer_cnt - 3'h1;
			if(wren && (a_in == 2'b01))
			begin
				from_cpu_hold <= from_cpu;
				sweep_reload <= 1'b1;
			end
			else if(l_pulse)
			begin
				sweep_reload <= 1'b0;
			end
			if(l_pulse)
			begin
				sweep_count <= sweep_count - 3'h1;
				if(sweep_reload || (sweep_count == 3'h0))
					sweep_count <= from_cpu_hold[6:4];
			end
			if(wren && (a_in == 2'b10))
				timer_period[7:0] <= from_cpu;
			if(wren && (a_in == 2'b11))
				timer_period[10:8] <= from_cpu[2:0];
			if(sweep_pulse && from_cpu_hold[7] && !sweep_silence && (from_cpu_hold[2:0] != 3'h0))
				timer_period <= sweep_target_period[10:0];
			if(wren && (a_in == 2'b00))
				length_counter_halt <= from_cpu[5];
		end
	end
	always @(*)
	begin
		case(duty)
			2'h0: seq_bit = &sequencer_cnt[2:0];
			2'h1: seq_bit = &sequencer_cnt[2:1];
			2'h2: seq_bit = sequencer_cnt[2];
			2'h3: seq_bit = ~&sequencer_cnt[2:1];
		endcase
		if(~from_cpu_hold[3])
			sweep_target_period = timer_period + (timer_period >> from_cpu_hold[2:0]);
		else
			sweep_target_period = timer_period + ~(timer_period >> from_cpu_hold[2:0]);
		sweep_silence = (timer_period[10:3] == 8'h00) || sweep_target_period[11];
	end
	apu_length_counter_gen2 length_counter_inst(
		.clk(clk),
		.rst(rst),
		.length_en(pulse_en),
		.length_halt(length_counter_halt),
		.l_pulse(l_pulse),
		.from_cpu(from_cpu[7:3]),
		.length_wren(length_counter_wr),
		.active_out(length_counter_en));
	assign length_counter_wr = wren && (a_in == 2'b11);
	assign pulse_out = {4{seq_bit & length_counter_en & ~sweep_silence}} & envelope_generator_out;
	assign active_out = length_counter_en;
endmodule
module apu_pulse_2(
		input wire clk,
		input wire rst,
		input wire pulse_en,                
		input wire apu_clk,   
		input wire l_pulse,          
		input wire e_pulse,          
		input wire[1:0] a_in,                 
		input wire[7:0] from_cpu,             
		input wire wren,               
		output wire[3:0] pulse_out,    
		output wire active_out);       
	wire envelope_generator_wr;
	wire envelope_generator_restart;
	wire[3:0] envelope_generator_out;
	apu_envelope_generator_gen2 envelope_generator_inst(
		.clk(clk),
		.rst(rst),
		.clk_en(e_pulse),
		.from_cpu(from_cpu[5:0]),
		.env_wren(envelope_generator_wr),
		.env_restart(envelope_generator_restart),
		.env_out(envelope_generator_out));
	assign envelope_generator_wr      = wren && (a_in == 2'b00);
	assign envelope_generator_restart = wren && (a_in == 2'b11);
	reg[10:0] timer_period;
	reg[10:0] timer_count;
	wire timer_pulse;
	reg[1:0] duty;
	reg[2:0] sequencer_cnt;
	reg seq_bit;
	reg sweep_reload;
	reg[7:0] from_cpu_hold;
	reg[2:0] sweep_count;
	wire sweep_pulse;
	reg sweep_silence;
	reg[11:0] sweep_target_period;
	reg length_counter_halt;
	wire length_counter_wr;
	wire length_counter_en;
	assign timer_pulse = apu_clk & (timer_count == 11'h000);
	assign sweep_pulse = l_pulse & (sweep_count == 3'h0);
	always @(posedge clk)
	begin
		if(rst)
		begin
			timer_period <= 11'h000;
			timer_count <= 11'h000;
			duty <= 2'h0;
			sequencer_cnt <= 3'h0;
			sweep_reload <= 1'b0;
			from_cpu_hold <= 8'h00;
			length_counter_halt <= 1'b0;
		end
		else
		begin
			if(apu_clk)
			begin
				if(timer_count)
					timer_count <= timer_count - 11'h001;
				else
					timer_count <= timer_period;
			end
			if(wren && (a_in == 2'b00))
				duty <= from_cpu[7:6];
			if(timer_pulse)
				sequencer_cnt <= sequencer_cnt - 3'h1;
			if(wren && (a_in == 2'b01))
			begin
				from_cpu_hold <= from_cpu;
				sweep_reload <= 1'b1;
			end
			else if(l_pulse)
			begin
				sweep_reload <= 1'b0;
			end
			if(l_pulse)
			begin
				sweep_count <= sweep_count - 3'h1;
				if(sweep_reload || (sweep_count == 3'h0))
					sweep_count <= from_cpu_hold[6:4];
			end
			if(wren && (a_in == 2'b10))
				timer_period[7:0] <= from_cpu;
			if(wren && (a_in == 2'b11))
				timer_period[10:8] <= from_cpu[2:0];
			if(sweep_pulse && from_cpu_hold[7] && !sweep_silence && (from_cpu_hold[2:0] != 3'h0))
				timer_period <= sweep_target_period[10:0];
			if(wren && (a_in == 2'b00))
				length_counter_halt <= from_cpu[5];
		end
	end
	always @(*)
	begin
		case(duty)
			2'h0: seq_bit = &sequencer_cnt[2:0];
			2'h1: seq_bit = &sequencer_cnt[2:1];
			2'h2: seq_bit = sequencer_cnt[2];
			2'h3: seq_bit = ~&sequencer_cnt[2:1];
		endcase
		if(~from_cpu_hold[3])
			sweep_target_period = timer_period + (timer_period >> from_cpu_hold[2:0]);
		else
			sweep_target_period = timer_period + ~(timer_period >> from_cpu_hold[2:0]) + 1'b1;
		sweep_silence = (timer_period[10:3] == 8'h00) || sweep_target_period[11];
	end
	apu_length_counter_gen2 length_counter_inst(
		.clk(clk),
		.rst(rst),
		.length_en(pulse_en),
		.length_halt(length_counter_halt),
		.l_pulse(l_pulse),
		.from_cpu(from_cpu[7:3]),
		.length_wren(length_counter_wr),
		.active_out(length_counter_en));
	assign length_counter_wr = wren && (a_in == 2'b11);
	assign pulse_out = {4{seq_bit & length_counter_en & ~sweep_silence}} & envelope_generator_out;
	assign active_out = length_counter_en;
endmodule
```

## design/flow/run.sh

```bash
#!/bin/bash
# OpenROAD 26Q1-2900-gdf79404cd8, Yosys 0.63+post, stock flow scripts
make -C /OpenROAD-flow-scripts/flow DESIGN_CONFIG=/design/flow/config.mk WORK_HOME=/design/flow/orfs finish
```

## design/flow/config.mk

```make
export PLATFORM = sky130hd
export DESIGN_NAME = apu_pulse_2
export DESIGN_NICKNAME = apu_pulse_2
export VERILOG_FILES = /design/flow/design.v
export SDC_FILE = /design/flow/constraint.sdc
export NUM_CORES = 4
export LEC_CHECK = 1
export CORE_UTILIZATION = 40
```

## design/flow/constraint.sdc

```tcl
current_design apu_pulse_2

set clk_period 7.3
set clk_io_pct 0.2

create_clock -name clk0 -period $clk_period [get_ports {clk}]

set non_clock_inputs [all_inputs -no_clocks]
set_input_delay [expr $clk_period * $clk_io_pct] -clock clk0 $non_clock_inputs
set_output_delay [expr $clk_period * $clk_io_pct] -clock clk0 [all_outputs]
```

==> results.json <==
{
  "status": "finished, final reports clean",
  "slew_headroom_pct": 47.0,
  "avgViaCountPerCell": 5.57,
  "hp-class": "register to register",
  "synth_async_sr_flop_share_pct": 0,
  "number_of_enable_type_register_cells_in_the_synthesized_netlist": 7,
  "rsz0062_at_grt": "no",
  "routabilityCongestion": 0.915,
  "post-synth-top-area-fraction_pct": 23.5,
  "finalHoldWorstSlack_ns": 0.471,
  "routed.top_layer": "met4",
  "syn_inst": 588,
  "power-per-cell-area_nw_per_um2": 233,
  "finalSetupViolCount": 0,
  "worst_skew_pair.late_latency_ns": 0.32,
  "largest_net_degree_at_the_start_of_global_routing": 45,
  "dp.final_hpwl_um": 8280,
  "total_leakage_power_nw": 2.14,
  "ctsLongestPathBuffers": 2,
  "final-hold-violation-count": 0,
  "timing_max_transition_violations_final": 0,
  "postCtsSetupBuffers": 0,
  "topCellsByArea": "sky130_fd_sc_hd__dfxtp_1, sky130_fd_sc_hd__ha_1, sky130_fd_sc_hd__mux2i_1",
  "wl_per_cell_um": 15.3,
  "grt-ovfl-total": 0,
  "antenna_found_initial": 0,
  "firstDrtPassIters": 4,
  "grt_first_pass_wirelength_um": 18600,
  "track_usage_pct": 20.1,
  "ys.flops": 62,
  "critical_path_class": "register to primary output",
  "postCtsResizedCells": 0,
  "worst-slew-pin-transition_ns": 0.784,
  "synth_sequential_area_ratio_pct": 28.0,
  "final_cycle_share_pct": 82.8,
  "die-height_um": 110,
  "fp_util_pct": 41.0,
  "yosys.area.top_type": "sky130_fd_sc_hd__dfxtp_1",
  "first_global_vias": 3753,
  "element_type_at_the_critical_path_end": "primary output",
  "timing.critical_path.fanout_max": 18,
  "cell_area_after_synthesis_um2": 4690,
  "netlist-cell-type-count": 61,
  "vias": 4131,
  "fmaxAchievable_mhz": 166,
  "syn-mean-instance-area_um2": 7.97,
  "count_of_antenna_diodes_in_the_layout": 0,
  "max_capacitance_violation_count": 0,
  "totalNegativeSetupSlack_ns": 0,
  "core_area_um2": 11400,
  "synth-warning-count": 3,
  "yosys_most_used_dff": "sky130_fd_sc_hd__dfxtp_1",
  "ctsHtreeMaxLevel": 3,
  "ys_cells": 588,
  "boundaryPins": 22,
  "clk_pin_slew_ns": 0.05,
  "openroad.warnings": 42,
  "cts_made_buffers": 9,
  "met2_length_um": 5200,
  "io_buffers": 21,
  "required_time_of_the_critical_path_ns": 5.84,
  "drc": 0,
  "fin_worst_skew_ns": 0.00514,
  "cp.arrival_ns": 4.58,
  "drt-total-wl_um": 11300,
  "worstSetupStartpointType": "register",
  "clock-sinks": 62,
  "ir_drop_uv": 130,
  "die_area_um2": 12200,
  "cts_tree": "done",
  "period_needed_ns": 6.04,
  "cts_hold_repair.buffers": 0,
  "route.layer.met1.wl_um": 5470,
  "final_antenna_net_count": 0,
  "drt_first_iter_violations": 285,
  "dr_wl_met3_um": 493,
  "placement_rows": 39,
  "synth-area-yosys_um2": 4690,
  "layout_cells_sized_above_1_pct": 5.35,
  "area_growth_pct": 12.1,
  "ctsRootBufferMaster": "sky130_fd_sc_hd__clkbuf_16",
  "chip_width_um": 110
}
-- final cells by class --
class                      instances  area [um^2]
inverter                          48          180
clock inverter                     1         5.00
sequential                        62         1310
timing repair buffer              25          240
clock buffer                      15          268
tap                              143          179
fill                            1092         6170
multi-input combinational        447         3070
-- flip-flops by register name (all words and copies together) (netlist names) --
register / cells
duty: 2
sweep_reload: 1
envelope_generator_inst.divider: 4
length_counter_halt: 1
timer_count: 11
sweep_count: 3
from_cpu_hold: 8
timer_period: 11
envelope_generator_inst.from_cpu_hold: 5
sequencer_cnt: 3
envelope_generator_inst.count: 4
length_counter_inst.length: 8
envelope_generator_inst.start_flag: 1
-- routing by layer --
metal  up-vias  track usage [%]
met3        10             2.52
met4         0             3.29
met5         -                0
met2        84             32.9
li1       2107                -
met1      1930             29.4
-- kinds of logic (layout without fill, tap and decap cells) --
kind of cell | count (synthesis) | in the layout | synth area share [%]
simple gates | 183 | 183 | 19.6
mux | 42 | 42 | 9.16
compound gates | 163 | 163 | 22.4
flops | 62 | 62 | 28.0
fa+ha+maj | 37 | 37 | 10.2
xor+xnor | 22 | 22 | 4.11
buf+inv | 79 | 89 | 6.54
-- worst max-delay path: stages, from the launching register on --
cell,delay [ns]
sky130_fd_sc_hd__dfxtp_1,0.75
sky130_fd_sc_hd__nor2b_1,0.14
sky130_fd_sc_hd__a211oi_1,0.24
sky130_fd_sc_hd__a21oi_1,0.08
sky130_fd_sc_hd__a21oi_1,0.42
sky130_fd_sc_hd__inv_1,0.09
sky130_fd_sc_hd__ha_1,0.21
sky130_fd_sc_hd__o311a_1,0.38
sky130_fd_sc_hd__nor4_1,0.28
sky130_fd_sc_hd__o22ai_1,0.19
sky130_fd_sc_hd__o211a_1,0.38
sky130_fd_sc_hd__or3_1,0.51
sky130_fd_sc_hd__nor2_1,0.13
sky130_fd_sc_hd__clkdlybuf4s50_1,0.47
-- power by group --
| group | switching, mW | internal (mW) |
|---|---|---|
| Combinational | 0.207 | 0.186 |
| Clock | 0.140 | 0.248 |
| Sequential | 0.0488 | 0.393 |
-- layout by cell type (no fill, tap or decap), drive strengths merged, types with 7 or more instances in the layout --
cell type and instances:
a211oi 26, a21oi 55, clkbuf 15, clkdlybuf4s50 21, dfxtp 55, edfxtp 7, ha 35, inv 47
mux2i 38, nand2 35, nand2b 7, nor2 68, nor2b 13, nor3 14, o21ai 29, or3 10
xnor2 15, xor2 7
-- worst paths after layout --
path | slack (ns) | end | depth (start not counted) | from
setup / recovery | 1.26 | pulse_out[0] | 13 | from_cpu_hold[1]
hold / removal | 0.47 | timer_count[8] | 2 | timer_count[8]
setup reg to reg | 3.46 | timer_period[7] | 12 | from_cpu_hold[1]
hold reg to reg | 0.47 | timer_count[8] | 2 | timer_count[8]
-- synth_stat cells, types with 3 or more instances --
master and instances:
sky130_fd_sc_hd__a211oi_1 26, sky130_fd_sc_hd__a21oi_1 54, sky130_fd_sc_hd__a221oi_1 5, sky130_fd_sc_hd__and2_1 3
sky130_fd_sc_hd__and3_1 3, sky130_fd_sc_hd__buf_1 3, sky130_fd_sc_hd__clkbuf_1 25, sky130_fd_sc_hd__dfxtp_1 55
sky130_fd_sc_hd__edfxtp_1 7, sky130_fd_sc_hd__ha_1 35, sky130_fd_sc_hd__inv_1 47, sky130_fd_sc_hd__mux2_2 3
sky130_fd_sc_hd__mux2i_1 38, sky130_fd_sc_hd__nand2_1 34, sky130_fd_sc_hd__nand2b_1 7, sky130_fd_sc_hd__nand3_1 5
sky130_fd_sc_hd__nand3b_1 4, sky130_fd_sc_hd__nand4_1 4, sky130_fd_sc_hd__nor2_1 68, sky130_fd_sc_hd__nor2b_1 13
sky130_fd_sc_hd__nor3_1 14, sky130_fd_sc_hd__nor4_1 5, sky130_fd_sc_hd__o211ai_1 3, sky130_fd_sc_hd__o21ai_0 29
sky130_fd_sc_hd__o21bai_1 6, sky130_fd_sc_hd__o221ai_1 3, sky130_fd_sc_hd__o22ai_1 6, sky130_fd_sc_hd__o311a_1 6
sky130_fd_sc_hd__o31ai_1 5, sky130_fd_sc_hd__or2_2 5, sky130_fd_sc_hd__or3_1 7, sky130_fd_sc_hd__or3_4 3
sky130_fd_sc_hd__xnor2_1 15, sky130_fd_sc_hd__xor2_1 7
-- stage by stage --
step	cell area, um^2	util, %	cells	power (mW)	setup WS (ns)
2_1_floorplan	4690	-	588	0.768	2.59
3_3_place_gp	4980	43.6	725	0.833	1.73
3_5_place_dp	4980	43.6	725	0.837	1.65
4_1_cts	5250	46.0	741	1.23	1.26
5_1_grt	5250	46.0	741	1.31	0.870
6_report	5250	46.0	741	1.22	1.26
Power is estimated from default activity; no workload was simulated.
